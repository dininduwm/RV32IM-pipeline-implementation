==> design/flow/run.sh <==
#!/bin/bash
# OpenROAD 26Q1-2900-gdf79404cd8, Yosys 0.63+post, stock flow scripts
make -C /OpenROAD-flow-scripts/flow DESIGN_CONFIG=/design/flow/config.mk WORK_HOME=/design/flow/orfs finish
==> design/flow/config.mk <==
export PLATFORM = sky130hd
export DESIGN_NAME = twosComp
export DESIGN_NICKNAME = twosComp
export VERILOG_FILES = /design/flow/design.v
export SDC_FILE = /design/flow/constraint.sdc
export NUM_CORES = 4
export LEC_CHECK = 1
export CORE_AREA = 10 10 76 76
export DIE_AREA = 0 0 86 86
==> design/flow/constraint.sdc <==
current_design twosComp

set clk_period 15.8
set clk_io_pct 0.2

create_clock -name clk0 -period $clk_period

set non_clock_inputs [all_inputs -no_clocks]
set_input_delay [expr $clk_period * $clk_io_pct] -clock clk0 $non_clock_inputs
set_output_delay [expr $clk_period * $clk_io_pct] -clock clk0 [all_outputs]
==> design/flow/design.v <==
`timescale 1ns/100ps
module twosComp(INPUT, RESULT);  
    input [31:0] INPUT;        
    output reg [31:0] RESULT;  
    always @ (INPUT)
    begin
      #1 RESULT = ~INPUT + 1;  
    end
endmodule
==> metrics.cfg <==
[placement]
io_buffers=64
dp_hpwl_mm=2.30
preCtsSetupSlack_ns=6.98
postPlaceCellArea_sq_mm=0.00132
place_congestion=0.714

[grt]
grt_pass1_wl_mm=4.22
grt_pass1_vias=842
grt_max_degree=11
grt_usage_pct=6.71
antenna_found_initial=0
overflow=0

[drt]
insertedDiodeCount=0
drc=0
highest_layer=met3
drt-initial-drc-count=12
wl_met3_um=233
wl_mm=2.58
vias=808
met1_length_mm=1.04
wl_per_cell_um=13.2
dr_wl_met2_mm=1.30
ant_nets=0
dr.pass1.iters=4
viasPerCell=4.14

[final_layout]
fin_util_pct=32.1
flops=0
comb_area_sq_um=611
syn_to_final_growth_pct=107
drive_gt1_share_pct=6.21
seqCellArea_sq_um=0
final.fill_count=416
nClkBuffers=0
fin_area_sq_mm=0.00132

[sta]
fin_hold_ws_ns=7.19
hold_viol_final=0
finalSetupTns_ns=0
period_used_pct=55.5
timing.fmax_ghz=0.114
period_needed_ns=8.77
rsz0062_at_grt=false
relSlewSlack_pct=54.6
layout_setup_ws_ns=7.03
slew_viol_final=0
setup_viol=0
tightest_slew_ns=0.674

[synth]
synth_cells=83
synth.avg_cell_area_sq_um=7.67
syn_area_sq_um=637
yosys_warnings=1
largest_area_cell=xnor2_1
yosysUniqueCellTypes=21
topCellsByArea=xnor2_1 34%, nor4_1 7.9%, nor4_2 7.9%
yosysTopAreaCellShare_pct=34.4
ys_cells=83
synth_seq_share_pct=0
ys_area_sq_um=637

[critical_path]
critPathSlowestCell=nor3_1
cp_max_fo=10
critical_path_class=in -> out
crit_top_cell=clkdlybuf4s50_1
critical_path_arrival_ns=5.61
critPathRequiredTime_ns=12.64
path_cells=clkdlybuf4s50_1 -> nor3_1 -> nand4_2 -> nor4_2 -> xnor2_1 -> clkdlybuf4s50_1
path_buffers=2
start_kind=primary input
cpLargestDelayFamily=simple AND/OR/NAND/NOR gates
endpoint_kind=output port
slowest_delay_ns=0.59

[pwr]
ir_worst_vdd_v=0.00000619
power_density_mw_per_mm2=19.5
power_frac_seq_pct=0
leakage_nw=0.405
switching_share_pct=30.2
p_switching_w=0.00000779
p_int_w=0.0000180
p_comb_share_pct=100.0
power.share.clock_pct=0

[floorplanning]
chip_area_sq_mm=0.00740
io_pins=64
core_area_sq_mm=0.00412
floorplan.core_util_pct=15.5
die_height_um=86
die_w_um=86
row_count=23

[clock_network]
holdBufCountCts=0
cts_resized=0
post_cts_buffers=0

[job]
openroad.warnings=32
max_cap_viol_count=0

[worst_hold_path]
min_path_type=in -> out

[outcome]
outcome=complete, no violations

## cells in the final DEF, fill, tap and decap left out, drive strengths merged
master         synthesis  final
or3                    5      5
nand4                  2      2
xor2                   5      5
nor2                   7      7
clkdlybuf4s50          0     64
nor3                   9      9
inv                    2      2
ha                     1      1
or4                    3      3
nand3b                 1      1
nand3                  1      1
nand2                  4      4
nor3b                  1      1
nor2b                  1      1
nor4                  13     13
xnor2                 25     25
nand2b                 1      1
## metrics by stage
stage / cells / total power (W)
floorplan: 83 / 0.00000501
global placement: 195 / 0.0000263
detailed placement: 195 / 0.0000262
CTS: 195 / 0.0000263
global route: 195 / 0.0000281
finish: 195 / 0.0000257
## Yosys cell counts (all sizes together)
master	count
buf	2
ha	1
inv	2
nand2	4
nand2b	1
nand3	1
nand3b	1
nand4	2
nor2	7
nor2b	1
nor3	9
nor3b	1
nor4	13
or3	5
or4	3
xnor2	25
xor2	5
## cell type report
class / count / area share (%)
Inverter: 2 / 0.568
Multi-Input combinational cell: 79 / 46.2
Tap cell: 50 / 4.73
Timing Repair Buffer: 64 / 48.5
## metal layers
metal	up-vias	track usage, %
li1	428	-
met1	349	7.99
met2	31	12.0
met3	0	2.29
met4	0	0
met5	-	0
## path summary, 6_finish.rpt
path,start,slack [ns],depth (start not counted),endpoint
worst max-delay path,INPUT[2],7.03,6,RESULT[27]
worst min-delay path,INPUT[0],7.19,2,RESULT[0]
## power by group through the flow
stage | Combinational [W] | Clock (W) | Sequential [W]
4_1_cts | 0.0000263 | 0 | 0
5_1_grt | 0.0000281 | 0 | 0
6_report | 0.0000257 | 0 | 0
## cell families (layout without fill, tap and decap cells)
kind of cell  count (synthesis)  after routing  share of synthesized area [%]
buf+inv                       4             66                           4.13
simple gates                 48             48                           52.7
fa+ha+maj                     1              1                           1.96
xor+xnor                     30             30                           41.3
Power figures rest on the tool's default switching activity, not on a simulated workload.
