==> ./design.v <==
`timescale 1ns/100ps
module adder(INPUT1, INPUT2, RESULT);  
    input [31:0] INPUT1, INPUT2;  
    output reg [31:0] RESULT;     
    always @(*) 
    begin
      #2 RESULT = INPUT1 + INPUT2;  
    end
endmodule
==> ./run.sh <==
#!/bin/bash
# OpenROAD 26Q1-2900-gdf79404cd8, Yosys 0.63+post, stock flow scripts
make -C /OpenROAD-flow-scripts/flow DESIGN_CONFIG=/design/flow/config.mk WORK_HOME=/design/flow/orfs finish
==> ./config.mk <==
export PLATFORM = sky130hd
export DESIGN_NAME = adder
export DESIGN_NICKNAME = adder
export VERILOG_FILES = /design/flow/design.v
export SDC_FILE = /design/flow/constraint.sdc
export NUM_CORES = 4
export LEC_CHECK = 1
export CORE_AREA = 10 10 85 85
export DIE_AREA = 0 0 95 95
==> ./constraint.sdc <==
current_design adder

set clk_period 14.5
set clk_io_pct 0.2

create_clock -name clk0 -period $clk_period

set non_clock_inputs [all_inputs -no_clocks]
set_input_delay [expr $clk_period * $clk_io_pct] -clock clk0 $non_clock_inputs
set_output_delay [expr $clk_period * $clk_io_pct] -clock clk0 [all_outputs]
==> run notes <==
Physical design

The flow ran to the end, and the final reports show no timing, DRC or antenna violations. The number of top-level pins stands at 96. The share of cells above drive strength 1 stands at 3.07%. Per report_power, the clock group accounts for 0% of the total. The most critical min-delay path falls under primary input to output port. The violation tally recorded at the end of detailed-routing iteration 0 is approximately 52. With fillers left out, the area of the finished cells amounts to 2750 sq um.

The initial antenna violation count came to 0. Per the synthesis report, the dominant area consumer among library cells is sky130_fd_sc_hd__ha_1. The post-synth area from yosys stat stands at about 1700 sq um.

The most critical setup path has its startpoint at INPUT1[0]. The most common logic cells in the final layout are sky130_fd_sc_hd__clkdlybuf4s50_1 (96), sky130_fd_sc_hd__ha_1 (31), sky130_fd_sc_hd__a21oi_1 (29). In this run, post-CTS repair resized a total of 0 instances.

The synthesized area per cell stands at 7.24 sq um. The final antenna diode tally reported by the flow is 0. In the Yosys report the total cell count is approximately 240. The part of the total power dissipated in combinational logic stands at 100.0%. Compared with the post-synthesis result, the final layout area differs by 57.7%. Dividing the final minimum period by the clock period gives about 60%.

The report shows a maximum critical-path fanout of 4. The report lists the power per cell area as between 40 and 50 nW/um^2. The residual DRC count stands at 0. The cell count along the critical path stands at 11. On the critical path the largest part of the delay comes from AND-OR/OR-AND gates. The worst relative slew slack stands at between 60% and 70%.

The count of mapped cells out of synthesis stands at 241. The met1 track demand over resource in global routing stands at about 17%. The number of different library cells in the post-synthesis netlist stands at around 50. The floorplan step defined a core boundary enclosing around 5500 sq um. Measured along the y axis, the die boundary spans between 90 and 100 um. Per STA, the worst path is made up of clkdlybuf4s50_1 > ha_1 > fa_1 > a21o_1 > a31o_2 > nand3_1 > o221ai_1 > a311oi_1 > o21bai_1 > xor2_1 > clkdlybuf4s50_1.

Once detail routing completed, the nets flagged for antenna violations numbered 0. The worst path in the final design needs a cycle of between 8000 and 9000 ps, including I/O delays and setup. The internal power of the cells totals ~0.08 mW. Routing resource usage on met2 recorded by global route was about 21%.

After detailed routing, the number of vias per cell comes to 5.20. The worst endpoint data arrival time stands at just under 6000 ps. The transition time recorded at the tightest slew-check pin is roughly 560 ps.

For reference, the most critical setup path is categorized as primary input to output port. The timing report shows the most common cell along the critical path to be sky130_fd_sc_hd__clkdlybuf4s50_1. Summed over its instances, the top area cell type makes up about 22% of the synthesized netlist area. The warning tally printed by Yosys for this design is 1. Yosys attributes the largest share of cell area to sky130_fd_sc_hd__ha_1 (22%), sky130_fd_sc_hd__a21oi_1 (8.3%), sky130_fd_sc_hd__a21o_1 (8.2%), sky130_fd_sc_hd__xor2_1 (7.5%), sky130_fd_sc_hd__xnor2_1 (6.5%). After layout, the clock buffer instance count stands at 0. The OpenROAD report gives the critical path a required time of about 12,000 ps.

The worst setup path is captured at an output port. The average detailed-routed wire length per instance stands at 14.5 um. The pin count of the biggest net entering global routing stands at 11. STA classifies the critical path startpoint as a primary input. The number of buffers added to fix hold violations after cts stands at 0.

Setup repair after global routing left no endpoint under its margin. The register share of total power stands at 0%. After floorplanning, the core was divided into 27 placement rows.

The global-route met3 utilization stands at between 2 and 2.5%. The global placement routability congestion stands at approximately 0.92. The cell depth of the worst hold path stands at 3. The first global-routing pass estimated ~9600 um of wire. The floorplan step records an initial core utilization of around a third. The logs give a warning total of 32. The routed wire length stands at 5790 um. The number of max-slew violations in the final report stands at 0.

The overall die width stands at between 90 and 100 um. The non-filler instance count after layout stands at 398. In the placement report, post-DP HPWL is listed as 5120 um. The remaining global-route overflow stands at 0.

After global routing, the most crowded layer is met2. The top cell type in the final layout, fill and taps aside, is sky130_fd_sc_hd__clkdlybuf4s50_1. The setup TNS stands at 0 ps.

The all-layer global routing usage stands at 12.5%. Per the hold report, the tightest min-delay path originates at INPUT2[0]. In this design, the stage delay of the slowest critical-path cell is roughly 500 ps. Per Yosys stat, the portion of area used by sequential elements is 0%.

The number of global-route vias before repair was about 2,000. In this run the power spent charging and discharging nets is approximately 0.053 mW. In this run the maximum-capacitance check reported violations numbering 0. In the finished design the tool counted flip-flops and latches totalling 0. Derived from the worst setup path, the maximum achievable clock frequency is 114 MHz. Summing all multi-input logic gate instances after layout gives ~1700 sq um. The switching share of power stands at slightly below 40%.

The leakage power of the design stands at 1.18 nW. The count of filler cells inserted in the layout stands at ~550. The total die area stands at roughly 9000 sq um.

The number of buffer and inverter stages on the critical path stands at 2. VDD sags by at most about 19 uV. For this block, the via count after detailed routing is between 2,000 and 2,500. The instance area after placement stands at roughly 2800 sq um.

The number of instances in the placed design stands at between 300 and 400. Summing all flip-flop and latch instances after layout gives 0 sq um. After clock tree synthesis, the setup repair step added 0 buffers.

Before antenna repair, the detailed router went through 4 iterations. As logged by OpenROAD, the buffers inserted on ports number 96. The cell area after synthesis stands at 1740 sq um.

The total of endpoints with negative setup slack in the final report stands at 0. Looking at the critical path, the single cell with the biggest stage delay is sky130_fd_sc_hd__clkdlybuf4s50_1. The hold violation count in the final report stands at 0.
==> metrics by stage <==
| step | utilization (%) | setup slack (ps) | total power [mW] | hold WS (ps) |
|---|---|---|---|---|
| floorplan | - | 6870 | 0.0641 | 5870 |
| global placement | 50.3 | 5790 | 0.135 | 6840 |
| detailed placement | 50.3 | 5760 | 0.134 | 6850 |
| CTS | 50.3 | 5750 | 0.135 | 6840 |
| global route | 50.3 | 5540 | 0.148 | 6870 |
| finish | 50.3 | 5760 | 0.133 | 6830 |
==> path summary, 6_finish.rpt <==
check / end / slack [ps]
hold / removal: RESULT[0] / 6830
setup / recovery: RESULT[26] / 5760
==> layer usage <==
layer	vias up	part of all wire, %
li1	1097	-
met1	906	48
met2	62	43
met3	4	7.8
met4	0	0.88
met5	-	0
==> cell families (layout without fill, tap and decap cells) <==
logic type	Yosys count	in the layout	share of synthesized area, %
mux	2	2	1.15
fa+ha+maj	32	32	23.4
buf+inv	17	102	3.80
simple gates	65	65	18.3
xor+xnor	28	28	14.1
compound gates	97	97	39.3
==> cell usage after synthesis (2+ instances only) <==
cell type / count
sky130_fd_sc_hd__a21o_1: 19
sky130_fd_sc_hd__or2_2: 3
sky130_fd_sc_hd__o21ai_0: 13
sky130_fd_sc_hd__buf_2: 2
sky130_fd_sc_hd__o221ai_1: 2
sky130_fd_sc_hd__a311oi_1: 2
sky130_fd_sc_hd__nor2_1: 12
sky130_fd_sc_hd__clkbuf_1: 8
sky130_fd_sc_hd__nor3_1: 4
sky130_fd_sc_hd__nand4_1: 8
sky130_fd_sc_hd__mux2i_1: 2
sky130_fd_sc_hd__ha_1: 31
sky130_fd_sc_hd__a211oi_1: 3
sky130_fd_sc_hd__nand2_1: 18
sky130_fd_sc_hd__o21bai_1: 4
sky130_fd_sc_hd__o211ai_1: 3
sky130_fd_sc_hd__nand3_1: 10
sky130_fd_sc_hd__xor2_1: 15
sky130_fd_sc_hd__o311ai_1: 2
sky130_fd_sc_hd__nand2b_1: 2
sky130_fd_sc_hd__a21oi_1: 29
sky130_fd_sc_hd__a31oi_1: 3
sky130_fd_sc_hd__inv_1: 6
sky130_fd_sc_hd__o21a_1: 2
sky130_fd_sc_hd__xnor2_1: 13
==> cell type report <==
| class | instances | share of cell area, % |
|---|---|---|
| multi-input combinational | 224 | 61.0 |
| inverter | 6 | 0.819 |
| timing repair buffer | 96 | 34.9 |
| tap | 72 | 3.27 |
==> power by group through the flow <==
stage / Combinational (mW) / Sequential (mW) / Clock, mW
global route: 0.148 / 0 / 0
finish: 0.133 / 0 / 0
CTS: 0.135 / 0 / 0
Power figures rest on the tool's default switching activity, not on a simulated workload.
